<file path="design/flow/config.mk">
export PLATFORM = sky130hd
export DESIGN_NAME = mips_cpu
export DESIGN_NICKNAME = mips_cpu
export VERILOG_FILES = /design/flow/design.v
export SDC_FILE = /design/flow/constraint.sdc
export NUM_CORES = 4
export LEC_CHECK = 1
export CORE_UTILIZATION = 50
export SYNTH_MEMORY_MAX_BITS = 65536
</file>
<file path="design/flow/constraint.sdc">
current_design mips_cpu

set clk_period 227.0
set clk_io_pct 0.2

create_clock -name clk0 -period $clk_period [get_ports {clk}]

set non_clock_inputs [all_inputs -no_clocks]
set_input_delay [expr $clk_period * $clk_io_pct] -clock clk0 $non_clock_inputs
set_output_delay [expr $clk_period * $clk_io_pct] -clock clk0 [all_outputs]
</file>
<file path="design/flow/design.v">
module alu (
    input  [31:0] a,
    input  [31:0] b,
    input  [3:0]  alu_ctrl,
    output reg [31:0] result,
    output zero
);
    always @(*) begin
        case (alu_ctrl)
            4'b0010: result = a + b;        
            4'b0110: result = a - b;        
            4'b0000: result = a & b;        
            4'b0001: result = a | b;        
            4'b0111: result = (a < b) ? 32'd1 : 32'd0;  
            default: result = 32'd0;
        endcase
    end
    assign zero = (result == 32'd0);
endmodule
module control_unit (
    input [5:0] opcode,
    input [5:0] funct,
    output reg reg_dst, branch, mem_read, mem_to_reg, 
    output reg [3:0] alu_op, 
    output reg mem_write, alu_src, reg_write
);
    always @(*) begin
        reg_dst=0; branch=0; mem_read=0; mem_to_reg=0; 
        alu_op=0; mem_write=0; alu_src=0; reg_write=0;
        case (opcode)
            6'b000000: begin  
                reg_dst=1; reg_write=1;
                case(funct)
                    6'b100000: alu_op=4'b0010;  
                    6'b100010: alu_op=4'b0110;  
                    6'b100100: alu_op=4'b0000;  
                    6'b100101: alu_op=4'b0001;  
                    6'b101010: alu_op=4'b0111;  
                endcase
            end
            6'b100011: begin  
                alu_src=1; mem_to_reg=1; reg_write=1; mem_read=1; alu_op=4'b0010;
            end
            6'b101011: begin  
                alu_src=1; mem_write=1; alu_op=4'b0010;
            end
            6'b000100: begin  
                branch=1; alu_op=4'b0110;
            end
            6'b001000: begin  
                alu_src=1; reg_write=1; alu_op=4'b0010;
            end
        endcase
    end
endmodule
module data_mem (
    input clk,
    input mem_write,
    input mem_read,
    input [31:0] address,
    input [31:0] write_data,
    output [31:0] read_data
);
    reg [31:0] memory [0:255];
    integer i;
    initial begin
        for (i=0; i<256; i=i+1) memory[i] = 0;
    end
    always @(posedge clk) begin
        if (mem_write) memory[address[9:2]] <= write_data;
    end
    assign read_data = (mem_read) ? memory[address[9:2]] : 32'd0;
endmodule
module inst_mem (
    input [31:0] pc,
    output [31:0] instruction
);
    reg [31:0] memory [0:255];
    initial begin
        memory[0] = 32'h2001000A;
        memory[1] = 32'h20020014;
        memory[2] = 32'h00221820;
        memory[3] = 32'hAC030004;
        memory[4] = 32'h8C040004;
        memory[5] = 32'h1021FFFF;
    end
    assign instruction = memory[pc[9:2]];
endmodule
module mips_cpu (
    input clk,
    input reset,
    output [31:0] pc_out,
    output [31:0] alu_result
);
    reg [31:0] pc;
    wire [31:0] pc_next, pc_plus4, pc_branch, instruction, sign_ext_imm;
    wire [31:0] read_data1, read_data2, src_b, result, mem_read_data, write_back_data;
    wire [4:0]  write_reg;
    wire reg_dst, branch, mem_read, mem_to_reg, mem_write, alu_src, reg_write, zero;
    wire [3:0] alu_op;
    always @(posedge clk or posedge reset) begin
        if (reset) pc <= 0;
        else pc <= pc_next;
    end
    assign pc_plus4 = pc + 4;
    assign sign_ext_imm = {{16{instruction[15]}}, instruction[15:0]};
    assign pc_branch = pc_plus4 + (sign_ext_imm << 2);
    assign pc_next = (branch & zero) ? pc_branch : pc_plus4;
    inst_mem imem (.pc(pc), .instruction(instruction));
    control_unit ctrl (
        .opcode(instruction[31:26]), .funct(instruction[5:0]),
        .reg_dst(reg_dst), .branch(branch), .mem_read(mem_read),
        .mem_to_reg(mem_to_reg), .alu_op(alu_op), .mem_write(mem_write),
        .alu_src(alu_src), .reg_write(reg_write)
    );
    assign write_reg = (reg_dst) ? instruction[15:11] : instruction[20:16];
    reg_file rf (
        .clk(clk), .reg_write_en(reg_write),
        .read_reg1(instruction[25:21]), .read_reg2(instruction[20:16]),
        .write_reg(write_reg), .write_data(write_back_data),
        .read_data1(read_data1), .read_data2(read_data2)
    );
    assign src_b = (alu_src) ? sign_ext_imm : read_data2;
    alu main_alu (
        .a(read_data1), .b(src_b), .alu_ctrl(alu_op),
        .result(result), .zero(zero)
    );
    data_mem dmem (
        .clk(clk), .mem_write(mem_write), .mem_read(mem_read),
        .address(result), .write_data(read_data2), .read_data(mem_read_data)
    );
    assign write_back_data = (mem_to_reg) ? mem_read_data : result;
    assign pc_out = pc;
    assign alu_result = result;
endmodule
module reg_file (
    input clk,
    input reg_write_en,
    input [4:0] read_reg1,
    input [4:0] read_reg2,
    input [4:0] write_reg,
    input [31:0] write_data,
    output [31:0] read_data1,
    output [31:0] read_data2
);
    reg [31:0] registers [0:31];
    integer i;
    initial begin
        for (i = 0; i < 32; i = i + 1) registers[i] = 0;
    end
    always @(posedge clk) begin
        if (reg_write_en && write_reg != 0)
            registers[write_reg] <= write_data;
    end
    assign read_data1 = (read_reg1 == 0) ? 0 : registers[read_reg1];
    assign read_data2 = (read_reg2 == 0) ? 0 : registers[read_reg2];
endmodule
</file>
<file path="design/flow/run.sh">
#!/bin/bash
# OpenROAD 26Q1-2900-gdf79404cd8, Yosys 0.63+post, stock flow scripts
make -C /OpenROAD-flow-scripts/flow DESIGN_CONFIG=/design/flow/config.mk WORK_HOME=/design/flow/orfs finish
</file>
==> run summary <==
category of the worst setup path capture point: output port
CTS-repair resized insts: 0
endpoint of the worst hold path: pc[31]
clk latency of the worst-skew pair: 1.23 ns
number of enable flip-flop cells: 8338
Least-Margin Pin Slew: 1.238 ns
Cell area leaders: sky130_fd_sc_hd__edfxtp_1, sky130_fd_sc_hd__mux4_2, sky130_fd_sc_hd__nand2_1, sky130_fd_sc_hd__nand3_1, sky130_fd_sc_hd__nor2_1
largest family of logic cells by area: multiplexers
GRT Total Usage: 0.3482
last weighted congestion value of the routability-driven placer: 0.9552
crit path cell chain: inv_1, ha_1, or2_0, buf_4, nand2_1, nor2_1, a21oi_1, a21oi_4, buf_4, a21oi_1, nor2_1, a21oi_1, ha_1, inv_1, o21ai_0, a311oi_2, o21bai_1, o211ai_2, a31oi_1, o31ai_1, a221o_1, a22o_1, clkdlybuf4s50_1
yosys synthesis chip area: 0.3279 mm2
period utilisation layout: 0.2392
Multi-input gate area: 0.07519 mm2
fraction of registers with async set or reset after synthesis: 0.003585
initial antenna violation count: 75
Seq/Total Area, Yosys: 0.7658
number of hold buffers added after cts: 0
RSZ-0062 raised after global routing: no
list of most frequent post-synthesis cells: sky130_fd_sc_hd__edfxtp_1, sky130_fd_sc_hd__nand2_1, sky130_fd_sc_hd__mux4_2
core area: 0.6537 mm2
routed vias/inst: 6.240
worst reg-to-reg setup slack: 213.78 ns
dominant delay contributor by cell family on the critical path: AND-OR/OR-AND gates
maximum net fanout on the critical path: 35
most common cell in the netlist: sky130_fd_sc_hd__edfxtp_1
Largest stage delay, worst path: 0.61 ns
distinct cell type count after synthesis: 94
Avg Synthesized Cell Area: 19.60 um2
Vert. Die Dim: 811.9 um
Syn Std Cell Area: 0.3279 mm2
aggregate routed wire length: 1002 mm
worst reg2reg path startpoint: pc[2]
Overflow after GRT: 0
fraction of layout instances using a drive strength above 1: 0.2448
router iterations before antenna repair: 6
I/O pins: 66
fill cell instance count of the final layout: 47549
area overhead of the layout relative to synthesis: 13.29%
beginning of the worst hold path: pc[31]
Period minus WS final: 54.29 ns
Worst Path Class, Setup: register to output port
largest net degree at the start of global routing: 118
final non-filler cell total: 27126
HPWL after DPL: 597.5 mm
Commonest flop: sky130_fd_sc_hd__edfxtp_1
number of warnings printed during yosys synthesis: 6
R2R depth: 31
met2 wire length: 437.4 mm
instance count along the most critical hold path: 2
Max clock buf depth: 4
sequential cell area in the final layout: 0.2511 mm2
first-pass GRT wire length: 1402 mm
Critical Path Slowest Stage Cell: sky130_fd_sc_hd__a21oi_4
Sinks on Clock Net: 8368
Setup Viol. Count Final: 0
final routed DRC violation total: 0
Adder-Cell Fraction of Synth Area: 0.003922
H-Tree Level Count: 6
routed wire length on met3: 219.7 mm
Complex Gates by Area: 0.01404
Antenna Violating Nets Remaining: 0
met1 wire length: 287.4 mm
top sig layer: met5
maximum achievable frequency: 18.42 MHz
routed length per placed instance: 36.92 um
total number of vias: 169261
clock tree from TritonCTS: done
required time of the critical path: 181.60 ns
MUX area fraction: 0.1441
buffer count from post-CTS setup fixing: 0
Top cell by count, worst path: sky130_fd_sc_hd__a21oi_1
Die Width: 811.9 um
number of synthesized register bits: 8368
CP arrival: 8.89 ns
fraction of the core area covered by cells at the end of the flow: 0.5684
number of max-capacitance violations reported: 0
sum of buffers and inverters on the critical path: 5
worst r2r dst: rf.registers[0][3]
max-slew headroom at the worst pin: 0.1680
Die Footprint: 0.6591 mm2
via count of the first global-routing pass: 184205
Top cell area share: 0.7635
final-report hold violation count: 0
Hold/Removal Path Class: register to register
status: finished, final reports clean
final setup TNS: 0 ns
count of warning messages emitted by the tools: 71
clock transition at the registers of the reported paths: 0.07 ns
number of cell rows: 297
Post-Route Skew: 0.08089 ns
starting utilization of the core area: 0.5017
count of placed standard cells including taps: 25445
cts bufs inserted: 827
# Cells Yosys: 16732
XOR/XNOR share of the synthesized area: 0.002030
initial detailed-routing violation count: 12301
number of port buffers: 63
number of pins exceeding their max-slew limit in the final report: 0
area fraction in and, or, nand and nor cells: 0.05672
cell accounting for the most synthesized area: sky130_fd_sc_hd__edfxtp_1
Worst setup SP type: register
count of mapped cells out of synthesis: 16732
clock root buffer master: sky130_fd_sc_hd__clkbuf_16
==> cell usage in the layout, fill, tap and decap left out, drive strengths merged, types with 17 or more instances in the layout <==
master         count
edfxtp          8338
nand2           2122
mux4            2055
nand3           1311
clkbuf          1043
buf              915
nor2             483
clkinv           406
a21oi            242
diode            158
inv              120
o21ai            106
ha                98
mux2i             91
and3              66
clkdlybuf4s50     63
a31oi             61
nor3              55
and2              52
nand4             49
xnor2             47
bufinv            46
dfrtp             30
xor2              29
a311oi            29
nor4              28
o211ai            24
a221o             22
nand2b            21
nor2b             21
conb              21
o21a              20
or3               19
a211oi            19
a21o              17
o21bai            17
a22oi             17
==> worst reg2reg max path, delay by kind of cell, from the launching register on <==
kind	cells	cell delay [ns]
flip-flops	1	0.66
AND/OR/NAND/NOR	7	2.21
XOR/XNOR	1	0.11
multiplexers	1	0.43
buffers and inverters	13	6.05
AND-OR/OR-AND	7	2.75
adder cells (fa/ha/maj)	2	0.73
==> kinds of logic after synthesis <==
family | after synthesis
AND-OR/OR-AND | 706
XOR/XNOR | 76
adder cells (fa/ha/maj) | 101
buffers and inverters | 1056
flip-flops | 8368
multiplexers | 2153
other | 1
AND/OR/NAND/NOR | 4271
==> worst max-delay path by stage <==
| stage | from | to | slack [ns] | cells after the start |
|---|---|---|---|---|
| 6_report | pc[2] | alu_result[31] | 172.71 | 23 |
| 5_1_grt | pc[2] | alu_result[31] | 172.20 | 23 |
| 4_1_cts | pc[2] | alu_result[29] | 172.63 | 22 |
==> routing by layer <==
metal / vias up / track usage
met1: 84676 / 0.4199
met4: 96 / 0.1324
met2: 12840 / 0.4503
li1: 69824 / -
met3: 1825 / 0.3223
met5: - / 0.06643
==> sequential cells by signal, indices dropped and copies added (netlist names) <==
| signal | flops |
|---|---|
| dmem.memory | 8192 |
| pc | 30 |
| rf.registers | 146 |
==> metrics by stage <==
stage / cell area, um2 / hold WS (ns) / setup slack (ns)
finish: 371500 / 0.6102 / 172.71
floorplan: 328000 / 0.5434 / 168.82
global placement: 345300 / 0.5895 / 173.84
CTS: 371100 / 0.6121 / 172.63
detailed placement: 345300 / 0.5983 / 173.91
global route: 371500 / 0.6720 / 172.20
==> cell type report <==
type,count,share of cell area
diodes,158,0.001064
clock buffers,1043,0.05829
clock inverters,480,0.01114
inverters,100,0.001276
multi-input cells,7328,0.2024
flip-flops and latches,8368,0.6759
well taps,8671,0.02920
repair buffers,978,0.02069
